==> ./design.v <==
`timescale 1ns / 1ps
module systolic_array_matrix_mul #(
    parameter N = 3,             
    parameter DATA_WIDTH = 16    
) (
    input  logic                  clk,
    input  logic                  reset,
    input  logic                  start,
    input  logic [DATA_WIDTH-1:0] matrix_a [N][N],  
    input  logic [DATA_WIDTH-1:0] matrix_b [N][N],  
    output logic [DATA_WIDTH-1:0] matrix_c [N][N],  
    output logic                  done
);
    logic [DATA_WIDTH-1:0] a_in [N];        
    logic [DATA_WIDTH-1:0] b_in [N];        
    logic [DATA_WIDTH-1:0] a_flow [N][N];   
    logic [DATA_WIDTH-1:0] b_flow [N][N];   
    logic [DATA_WIDTH-1:0] c_partial [N][N];  
    typedef enum logic [1:0] {IDLE, COMPUTE, DONE} state_t;
    state_t state, next_state;
    logic [$clog2(2*N)-1:0] cycle_count;
    genvar i, j;
    generate
        for (i = 0; i < N; i++) begin : row_gen
            for (j = 0; j < N; j++) begin : col_gen
                pe #(
                    .DATA_WIDTH(DATA_WIDTH)
                ) pe_inst (
                    .clk(clk),
                    .reset(reset),
                    .a_in( j == 0 ? a_in[i] : a_flow[i][j-1] ),
                    .b_in( i == 0 ? b_in[j] : b_flow[i-1][j] ),
                    .a_out(a_flow[i][j]),
                    .b_out(b_flow[i][j]),
                    .c_out(c_partial[i][j])
                );
            end
        end
    endgenerate
    always_ff @(posedge clk or posedge reset) begin
        if (reset) begin
            state <= IDLE;
            cycle_count <= 0;
            done <= 0;
            for (int r = 0; r < N; r++) begin
                for (int c = 0; c < N; c++) begin
                    matrix_c[r][c] <= 0;
                end
            end
        end else begin
            state <= next_state;
            if (state == COMPUTE) begin
                cycle_count <= cycle_count + 1;
                if (cycle_count == 2*N - 2) begin
                    for (int r = 0; r < N; r++) begin
                        for (int c = 0; c < N; c++) begin
                            matrix_c[r][c] <= c_partial[r][c];
                        end
                    end
                end
            end
        end
    end
    always_comb begin
        next_state = state;
        case (state)
            IDLE:    if (start) next_state = COMPUTE;
            COMPUTE: if (cycle_count == 2*N - 1) next_state = DONE;
            DONE:    if (!start) next_state = IDLE;
        endcase
    end
    always_comb begin
        for (int i = 0; i < N; i++) begin
            if (cycle_count >= i && cycle_count < i + N)
                a_in[i] = matrix_a[i][cycle_count - i];
            else
                a_in[i] = 0;
        end
        for (int j = 0; j < N; j++) begin
            if (cycle_count >= j && cycle_count < j + N)
                b_in[j] = matrix_b[cycle_count - j][j];
            else
                b_in[j] = 0;
        end
    end
endmodule
module pe #(
    parameter DATA_WIDTH = 16
) (
    input  logic                  clk,
    input  logic                  reset,
    input  logic [DATA_WIDTH-1:0] a_in,     
    input  logic [DATA_WIDTH-1:0] b_in,     
    output logic [DATA_WIDTH-1:0] a_out,    
    output logic [DATA_WIDTH-1:0] b_out,    
    output logic [DATA_WIDTH-1:0] c_out     
);
    logic [DATA_WIDTH-1:0] c_reg;
    logic [2*DATA_WIDTH-1:0] product;  
    always_ff @(posedge clk or posedge reset) begin
        if (reset) begin
            c_reg <= 0;
            a_out <= 0;
            b_out <= 0;
        end else begin
            c_reg <= c_reg + (a_in * b_in);  
            a_out <= a_in;                   
            b_out <= b_in;                   
        end
    end
    assign c_out = c_reg;
endmodule
==> ./run.sh <==
#!/bin/bash
# OpenROAD 26Q1-2900-gdf79404cd8, Yosys 0.63+post, stock flow scripts
make -C /OpenROAD-flow-scripts/flow DESIGN_CONFIG=/design/flow/config.mk WORK_HOME=/design/flow/orfs finish
==> ./config.mk <==
export PLATFORM = sky130hd
export DESIGN_NAME = systolic_array_matrix_mul
export DESIGN_NICKNAME = systolic_array_matrix_mul
export VERILOG_FILES = /design/flow/design.v
export SDC_FILE = /design/flow/constraint.sdc
export NUM_CORES = 4
export LEC_CHECK = 1
export CORE_UTILIZATION = 30
export SYNTH_HDL_FRONTEND = slang
==> ./constraint.sdc <==
current_design systolic_array_matrix_mul

set clk_period 17.6
set clk_io_pct 0.2

create_clock -name clk0 -period $clk_period [get_ports {clk}]

set non_clock_inputs [all_inputs -no_clocks]
set_input_delay [expr $clk_period * $clk_io_pct] -clock clk0 $non_clock_inputs
set_output_delay [expr $clk_period * $clk_io_pct] -clock clk0 [all_outputs]
==> out/metrics.yaml <==
synth:
  synth-edff-count: 0
  yosysCellCount: 5833
  yosysChipArea_sq_um: 55400
  syn_inst: 5833
  synth_area_sq_um: 55400
  top_area_cell: "fa_1"
  async_flop_share: 1.00
  synth_seq_share: 0.219
  synth_top_area_share: 0.306
  ff_type: "dfrtp_1"
  postSynthAreaPerCell_sq_um: 9.50
  ys_types: 61
  yosys_warnings: 1
  synth_flops: 486
  top_cells_by_area: "fa_1, dfrtp_1, ha_1"
timing:
  fmax_mhz: 109
  tightest_slew_ps: 899
  fin_crit_ps: 9200
  finalCritPeriodShare: 0.523
  whs_ps: 392
  worst_slack_ps: 8400
  slew_headroom: 0.397
  rsz0062_at_grt: "no"
  setup_violations: 0
  clock-skew-final_ps: 40.4
  slew_viol_final: 0
  hold_viol_final: 0
  setup_tns_ps: 0
clock_network:
  postCtsHoldBufs: 0
  root_buffer: "clkbuf_16"
  clock-sinks: 486
  clk_pin_slew_worst_paths_ps: 60
  cts_buffers: 61
  post-cts-setup-buffers: 0
  clk_latency_ps: 700
  cts_tree: "built"
  cts_resized: 0
  clockBufferDepth: 3
  htree_levels: 2
setup_path:
  r2r_cells: 25
  max_stage_delay_ps: 670
  cp_data_required_time_ps: 18190
  cp.depth: 23
  path_max_fanout: 6
  crit_buf_inv: 6
  worst_path_most_repeated_cell: "fa_1"
  critPathKind: "input port to flip-flop"
  crit_path_start_kind: "input port"
  cp.arrival_ps: 9790
  path_delay_family: "adder cells"
  worstSetupEndpointType: "flip-flop"
  crit_chain: "clkdlybuf4s50_1 > mux2i_1 > nor2_1 > a21oi_1 > nor2_1 > nand2_1 > fa_1 > fa_1 > inv_1 > fa_1 > inv_1 > fa_1 > inv_1 > fa_1 > inv_1 > fa_1 > inv_1 > ha_1 > a21oi_1 > nor2b_1 > a311oi_1 > a21oi_1 > xnor2_1"
  cp_slowest_cell: "a21oi_1"
placed_design:
  portBuffers: 434
  dp_hpwl_um: 128000
  place_ws_ps: 7700
  gp_congestion: 0.931
  placed_cells: 8628
worst_hold_path:
  worstHoldPathType: "flip-flop to flip-flop"
  hold_depth: 0
run:
  log.warning_count: 28
  cap_viol_max_count: 0
detailed_routing:
  vias: 38400
  post_drt_wl_per_cell_um: 18.3
  ant_nets: 0
  drt_first_pass_iters: 5
  drt_wl_total_um: 160000
  avgViaCountPerCell: 4.40
  drc: 0
  dr.first_iter.drc_count: 1692
global_routing:
  track_usage: 0.186
  antenna_found_initial: 1
  grt_pass1_vias: 41500
  grt_max_degree: 76
  grt_pass1_wl_um: 251000
  grt-ovfl-total: 0
floorplanning:
  die_w_um: 432
  chipHeight_um: 432
  io_pins: 436
  rows: 157
  dieArea_sq_um: 186000
  fp_util: 0.302
  core_sq_um: 183000
layout:
  fill_cells: 18000
  register_area_sq_um: 12200
  comb_area_sq_um: 37100
  drive_gt1_frac: 0.0507
  post-route-util: 0.355
  fin_cells: 8743
  syn_to_final_growth_pct: 17.6
status:
  status: "complete, no violations"
synth_stat cells, types with 6 or more instances:
cell type and instances:
xor2_1 80, ha_1 472, o21bai_1 22, o2bb2ai_1 22
and2_1 406, mux2_2 55, dfrtp_1 485, mux2i_1 44
a21o_1 61, xnor2_1 291, a21oi_1 111, nor2_1 104
a22oi_1 32, buf_4 15, o2bb2ai_2 7, nor2b_1 15
nand2_1 860, clkbuf_1 159, o21ai_0 130, nor3_1 9
o21ai_2 6, nand3_1 15, a211oi_1 64, fa_1 846
nand2b_1 13, buf_1 14, buf_2 20, inv_1 1407
cell type report:
cell class / instances / area share
multi-input combinational: 3723 / 0.569
antenna: 3 / 0.000115
clock buffer: 67 / 0.0245
tap: 2464 / 0.0473
timing repair buffer: 544 / 0.0794
inverter: 1411 / 0.0814
sequential: 486 / 0.187
clock inverter: 45 / 0.0111
cells in the final DEF, fill, tap and decap left out, types with 9 or more instances in the layout:
cell / netlist / layout
mux2_2: 55 / 55
a22oi_1: 32 / 32
o21bai_1: 22 / 22
a21oi_1: 111 / 111
a211oi_1: 64 / 60
inv_6: 0 / 9
nor2b_1: 15 / 14
mux2i_1: 44 / 44
o2bb2ai_1: 22 / 22
buf_4: 15 / 110
ha_1: 472 / 471
inv_1: 1407 / 1406
clkbuf_16: 0 / 61
xor2_1: 80 / 80
bufinv_16: 0 / 14
nand2_1: 860 / 860
clkdlybuf4s50_1: 0 / 434
dfrtp_1: 485 / 482
fa_1: 846 / 846
nor2_1: 104 / 104
nor3_1: 9 / 9
and2_1: 406 / 406
o21ai_0: 130 / 128
nand2b_1: 13 / 13
nand3_1: 15 / 14
a21o_1: 61 / 61
xnor2_1: 291 / 291
flip-flops by register name, summed over array words and instances, names as in the netlist:
| signal | count |
|---|---|
| row_gen.col_gen.pe_inst.a_out | 96 |
| matrix_c | 144 |
| state | 3 |
| row_gen.col_gen.pe_inst.c_out | 144 |
| cycle_count | 3 |
| row_gen.col_gen.pe_inst.b_out | 96 |
routing by layer:
metal / GRT usage / routed length, um / up-vias
met1: 0.242 / 63000 / 19100
li1: - / - / 18100
met2: 0.301 / 78100 / 1005
met3: 0.0516 / 10900 / 230
met4: 0.0695 / 7740 / 2
met5: 0 / 13 / -
worst paths after layout:
path                                                                   startpoint                                                 to  slack, ps
min in group asynchronous                                                   reset                           matrix_c[49]$_DFFE_PP0P_       3250
worst max-delay path                                                matrix_a[104]  row_gen[0].col_gen[0].pe_inst.c_out[15]$_DFF_PP0_       8400
worst max register to register                         cycle_count[1]$_DFFE_PP0P_  row_gen[0].col_gen[1].pe_inst.c_out[15]$_DFF_PP0_       9470
worst min-delay path            row_gen[2].col_gen[0].pe_inst.a_out[15]$_DFF_PP0_  row_gen[2].col_gen[1].pe_inst.a_out[15]$_DFF_PP0_        390
worst min register to register  row_gen[2].col_gen[0].pe_inst.a_out[15]$_DFF_PP0_  row_gen[2].col_gen[1].pe_inst.a_out[15]$_DFF_PP0_        390
max in group asynchronous                                                   reset                           matrix_c[89]$_DFFE_PP0P_      10830
cell families (layout without fill, tap and decap cells):
| family | Yosys count | count (layout) | share of synthesized area |
|---|---|---|---|
| buffers and inverters | 1624 | 2067 | 0.112 |
| other | 1 | 4 | 0.0000677 |
| and+or+nand+nor | 1441 | 1441 | 0.119 |
| AOI/OAI and AO/OA | 487 | 487 | 0.0571 |
| xor gates and xnor gates | 376 | 376 | 0.0605 |
| adders and majority gates | 1318 | 1318 | 0.412 |
| DFF | 486 | 486 | 0.219 |
| muxes | 100 | 100 | 0.0194 |
stage by stage:
stage	cell area [sq um]
2_1_floorplan	55400
3_3_place_gp	62800
3_5_place_dp	62800
4_1_cts	65100
5_1_grt	65100
6_report	65100
